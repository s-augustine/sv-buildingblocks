## run.sh

```bash
#!/bin/bash
# OpenROAD 26Q1-2900-gdf79404cd8, Yosys 0.63+post, stock flow scripts
make -C /OpenROAD-flow-scripts/flow DESIGN_CONFIG=/design/flow/config.mk WORK_HOME=/design/flow/orfs finish
```

## config.mk

```make
export PLATFORM = sky130hd
export DESIGN_NAME = axi_trim
export DESIGN_NICKNAME = axi_trim
export VERILOG_FILES = /design/flow/design.v
export SDC_FILE = /design/flow/constraint.sdc
export NUM_CORES = 4
export LEC_CHECK = 1
export CORE_UTILIZATION = 50
```

## constraint.sdc

```tcl
current_design axi_trim

set clk_period 20.5
set clk_io_pct 0.2

create_clock -name clk0 -period $clk_period [get_ports {clk}]

set non_clock_inputs [all_inputs -no_clocks]
set_input_delay [expr $clk_period * $clk_io_pct] -clock clk0 $non_clock_inputs
set_output_delay [expr $clk_period * $clk_io_pct] -clock clk0 [all_outputs]
```

## design.v

```verilog
module axi_keep_shifter
#(
	parameter DATA_WIDTH = 16,
	parameter SHIFTER = 0,
	parameter SHIFT_VALUE_LEN = 4
)
(
	input logic [DATA_WIDTH*8 -1 : 0] data_in,
        input logic [SHIFT_VALUE_LEN-1:0] shift_value,
	output logic [DATA_WIDTH*8 -1 : 0] data_out
);
always_comb data_out = (SHIFTER ==0) ?  data_in >> ( shift_value* 16 ) : data_in >> ( shift_value ) ; 
endmodule
module axi_shifter
#(
	parameter DATA_WIDTH = 16,
	parameter SHIFTER = 0,
	parameter SHIFT_VALUE_LEN = 4
)
(
	input logic [DATA_WIDTH*8 -1 : 0] data_in,
        input logic [SHIFT_VALUE_LEN-1:0] shift_value,
	output logic [DATA_WIDTH*8 -1 : 0] data_out
);
always_comb data_out = (SHIFTER ==0) ?  data_in >> (8 * shift_value* 16 ) : data_in >> (8 * shift_value ) ; 
endmodule
module axi_trim
#(
	parameter DATA_WIDTH = 8,
	parameter TRIM_LEN = 7
)
(
	input logic         clk,
	input logic         rst_n,
	input logic [DATA_WIDTH*8-1:0] trim_in_tdata,
	input logic [DATA_WIDTH-1:0]   trim_in_tkeep,
	input logic                    trim_in_tlast,
	input logic                    trim_in_tvalid,
	output logic                   trim_in_tready,
	output logic [DATA_WIDTH*8-1:0] trim_out_tdata,
	output logic [DATA_WIDTH-1:0]   trim_out_tkeep,
	output logic                    trim_out_tlast,
	output logic                    trim_out_tvalid,
	input logic                   trim_out_tready,
	input logic [TRIM_LEN-1:0]     trim_len
);
logic [DATA_WIDTH*8*2-1:0] trim_in_tdata_d1;
logic [DATA_WIDTH*8*2-1:0] trim_in_tdata_d1_masked;
logic [DATA_WIDTH*8*2-1:0] trim_in_tdata_d2_in;
logic [DATA_WIDTH*8*2-1:0] trim_in_tdata_d2;
logic [DATA_WIDTH*8*2-1:0] trim_in_tdata_d3_in;
logic [DATA_WIDTH*8*2-1:0] trim_in_tdata_d3;
logic [1:0] d1_valid;
logic d2_valid;
logic d3_valid;
logic d1_out_valid;
logic [1:0] d1_last;
logic d2_last;
logic d3_last;
logic d1_out_last;
logic [7:0] trim_len_d1_in;
logic [7:0] trim_len_d1_0;
logic [7:0] trim_len_d1_1;
logic [7:0] trim_len_d2;
logic [DATA_WIDTH-1:0] keep_in_d1_in;
logic [DATA_WIDTH-1:0] keep_in_d1_0;
logic [DATA_WIDTH-1:0] keep_in_d1_1;
logic [DATA_WIDTH*2-1:0] keep_in_d1_masked;
logic [DATA_WIDTH*2-1:0] keep_in_d2_in;
logic [DATA_WIDTH*2-1:0] keep_in_d2;
logic [DATA_WIDTH*2-1:0] keep_in_d3_in;
logic [DATA_WIDTH*2-1:0] keep_in_d3;
logic d1_push;
always_comb d1_push = (trim_in_tvalid | |d1_last ) & trim_out_tready;
always_ff @(posedge clk or negedge rst_n) begin 
  if (!rst_n)
    trim_in_tdata_d1 <= 'b0;
  else
    if (d1_push)
    begin
	trim_in_tdata_d1[DATA_WIDTH*8-1:0] <= trim_in_tdata_d1[DATA_WIDTH*8+:8*DATA_WIDTH];
	trim_in_tdata_d1[DATA_WIDTH*8+:8*DATA_WIDTH] <= trim_in_tdata;
    end
end
always_ff @(posedge clk or negedge rst_n) begin 
  if (!rst_n)
    d1_valid <= 'b0;
  else
    if (d1_push)
    begin
	d1_valid <= {d1_valid[0],trim_in_tvalid} ;
    end
end
always_ff @(posedge clk or negedge rst_n) begin 
  if (!rst_n)
    d1_last <= 'b0;
  else
    if (d1_push)
    begin
	d1_last <= {d1_last[0],trim_in_tlast} ;
    end
end
always_comb trim_len_d1_in = 8'b0+ trim_len;
always_ff @(posedge clk or negedge rst_n) begin 
  if (!rst_n)
  begin
    trim_len_d1_0 <= 'b0;
    trim_len_d1_1 <= 'b0;
    end
  else
    if (d1_push)
    begin
	trim_len_d1_0 <= trim_len_d1_in ;
	trim_len_d1_1 <= trim_len_d1_0;
    end
end
always_ff @(posedge clk or negedge rst_n) begin 
  if (!rst_n)
  begin
    keep_in_d1_0 <= 'b0;
    keep_in_d1_1 <= 'b0;
    end
  else
    if (d1_push)
    begin
	keep_in_d1_0 <= trim_in_tkeep ;
	keep_in_d1_1 <= keep_in_d1_0;
    end
end
always_comb trim_in_tdata_d1_masked = ( d1_last[1] ) ?  trim_in_tdata_d1 & {DATA_WIDTH*8{1'b1}} : trim_in_tdata_d1 ;
always_comb keep_in_d1_masked = ( d1_last[1] ) ?  {keep_in_d1_0,keep_in_d1_1} & {DATA_WIDTH{1'b1}} : {keep_in_d1_0,keep_in_d1_1} ;
axi_shifter
#( .DATA_WIDTH (8* DATA_WIDTH*2),
  .SHIFTER (0)
  ) u_axi_shifter_0
(
	.data_in ( trim_in_tdata_d1_masked ),
	.data_out ( trim_in_tdata_d2_in ),
	.shift_value (trim_len_d1_1[7:4])
);
axi_keep_shifter
#( .DATA_WIDTH (DATA_WIDTH*2),
   .SHIFTER (0)
  ) u_axi_shifter_keep_0
(
	.data_in ( keep_in_d1_masked),
	.data_out ( keep_in_d2_in ),
	.shift_value (trim_len_d1_1[7:4])
);
always_comb d1_out_valid = d1_valid[1] ;
always_ff @(posedge clk or negedge rst_n) begin 
  if (!rst_n)
    trim_in_tdata_d2 <= 'b0;
  else
    if ( trim_out_tready)
    begin
	trim_in_tdata_d2 <=  d1_out_valid ? trim_in_tdata_d2_in : '0 ;
    end
end
always_ff @(posedge clk or negedge rst_n) begin 
  if (!rst_n)
    keep_in_d2 <= 'b0;
  else
    if ( trim_out_tready)
    begin
	keep_in_d2 <=  d1_out_valid ? keep_in_d2_in : '0 ;
    end
end
always_ff @(posedge clk or negedge rst_n) begin 
  if (!rst_n)
    d2_valid <= 'b0;
  else
    if ( trim_out_tready)
    begin
	d2_valid <= d1_out_valid;
    end
end
always_ff @(posedge clk or negedge rst_n) begin 
  if (!rst_n)
    d2_last <= 'b0;
  else
    if ( trim_out_tready)
    begin
	d2_last <= d1_last[1];
    end
end
always_ff @(posedge clk or negedge rst_n) begin 
  if (!rst_n)
    trim_len_d2 <= 'b0;
  else
    if ( trim_out_tready)
    begin
	trim_len_d2 <= trim_len_d1_1 ;
    end
end
axi_shifter
#( .DATA_WIDTH (8*DATA_WIDTH*2),
  .SHIFTER (1)
  ) u_axi_shifter_1
(
	.data_in ( trim_in_tdata_d2 ),
	.data_out ( trim_in_tdata_d3_in ),
	.shift_value (trim_len_d2[3:0])
);
axi_keep_shifter
#( .DATA_WIDTH (DATA_WIDTH*2),
  .SHIFTER (1)
  ) u_axi_shifter_keep_1
(
	.data_in ( keep_in_d2 ),
	.data_out ( keep_in_d3_in ),
	.shift_value (trim_len_d2[3:0])
);
always_ff @(posedge clk or negedge rst_n) begin 
  if (!rst_n)
    trim_in_tdata_d3 <= 'b1;
  else
    if ( trim_out_tready)
    begin
	trim_in_tdata_d3 <= trim_in_tdata_d3_in;
    end
end
always_ff @(posedge clk or negedge rst_n) begin 
  if (!rst_n)
    keep_in_d3 <= 'b1;
  else
    if ( trim_out_tready)
    begin
	keep_in_d3 <= keep_in_d3_in;
    end
end
always_ff @(posedge clk or negedge rst_n) begin 
  if (!rst_n)
    d3_valid <= 'b0;
  else
    if (trim_out_tready)
    begin
	d3_valid <= d2_valid ;
    end
end
always_ff @(posedge clk or negedge rst_n) begin 
  if (!rst_n)
    d3_last <= 'b0;
  else
    if (trim_out_tready)
    begin
	d3_last <= d2_last ;
    end
end
always_comb trim_out_tdata = trim_in_tdata_d3[DATA_WIDTH*8-1:0];
always_comb trim_out_tkeep = keep_in_d3[DATA_WIDTH-1:0];
always_comb trim_out_tvalid = d3_valid & |(keep_in_d3[DATA_WIDTH-1:0]) ;
always_comb trim_out_tlast = trim_out_tvalid & ((d2_valid & ( |(keep_in_d3_in[DATA_WIDTH-1:0]) == 0)) ? d2_last : d3_last );
always_comb trim_in_tready = trim_out_tready; 
endmodule
```

==> results.txt <==
Synthesis and PnR results.

- The synthesized netlist devotes 0% of its cell area to XOR and XNOR gates.
- The worst setup path is captured at a primary output.
- The clock slew seen by the registers of the worst setup and hold paths is 0.06 ns.
- The commonest register cell is sky130_fd_sc_hd__dfrtp_1.
- The cell at the slowest stage of the critical path is sky130_fd_sc_hd__clkdlybuf4s50_1.
- The dominant combinational cell family by area after synthesis reads multiplexers.
- The final setup violation count reads 0.
- Counting endpoints that fail hold in the final report gives 0.
- The pin count of the biggest net entering global routing is 116.
- Post-CTS repair ended up resizing 0 cells.
- The simple-gate share of the synthesized area is 7.681%.
- The I/O pin total reads 159.
- The ratio of cells with drive above 1 in the final layout reads 21.91%.
- The routed length per placed instance reads 22.31 um.
- The type of the most critical hold path reads reg2reg.
- The analysis attributes to cell leakage a power of 9.009 nW.
- The synthesized design contains 0 enable-type register cells.
- Summed over all failing endpoints, the final setup total negative slack is 0 ns.
- The clock latency of the later-clocked register in the worst-skew pair is 0.58 ns.
- Per STA, the highest per-stage delay on the worst path measures 0.58 ns.
- The stage logs contain a warning count of 27.
- At the end of the flow the core is filled with cells to 59.81%.
- The critical path arrival is 5.09 ns.
- In this run the cell area of the synthesized design comes to 18850 um^2.
- The total via count in the routed design is 13300.
- Between the synthesized netlist and the finished layout, the area growth was recorded as 17.01%.
- The area of the synthesized netlist per yosys stat is 18850 um^2.
- The post-synthesis adder-cell area fraction is 0%.
- Global routing used 29.92% of the available tracks.
- The total of hold buffers inserted after clock tree synthesis is 0.
- The master cell of the clock root buffer reads sky130_fd_sc_hd__clkbuf_16.
- The run finished with clean final reports.
- The max-slew headroom at the worst pin reads 47.39%.
- The global routing met3 resource utilization reads 10.09%.
- Max-cap violations in this run came to 0.
- The number of global-route vias before repair reads 12990.
- The critical path is of the in2out type.
- The number of register bits inferred by synthesis is 386.
- Setup repair after global routing left no endpoint under its margin.
- The number of antenna diodes in the final layout is 0.
- The count of nets left with antenna violations after detail routing reads 0.
- The via density per instance reads 5.718.
- The total cells reported by yosys after synthesis is 1688.
- The share of async-settable or async-resettable flops after synthesis reads 100.0%.
- The critical path depth reads 2.
- The buffering stage count on the worst path with inverters included reads 2.
- After floorplanning, the core was sized to cover 36870 um^2.
- STA puts the critical path data required time at 16.40 ns.
- Dividing total power by cell area gives a power density of 97.42 nW/um^2.
- The CTS sink count reads 386.
- The DRC violation count after routing is 0.
- The fraction of met2 tracks used by global routing is 38.58%.
- The area fraction in compound gates after synthesis is 9.865%.
- The setup fix buffers added after clock tree synthesis reads 0.
- The global routing met1 resource utilization is 52.94%.
- The number of DRC markers in iteration 0 reads 983.
- The power spent charging and discharging nets reads 0.6260 mW.
- The die area reads 38480 um^2.
- The clock skew after layout is 0.02849 ns.
- Per the power-grid run, VDD falls by no more than 0.07086 mV.
- The post-DP HPWL reads 36.20 mm.
- STA classifies the critical path startpoint as an input port.
- The shortest period the worst path allows reads 9.195 ns.
- The sequential fraction of the synthesis area reads 51.26%.
- The pin slew with the least headroom to its limit is 0.7892 ns.
- The length of the first detailed-routing pass in iterations is 6.
- The initialized floorplan defines 70 standard-cell rows.
- The critical-path maximum fanout is 74.
- The gate family responsible for the most delay along the worst path is buffers and inverters.
- The first global-routing pass estimated 80.87 mm of wire.
- The warning tally printed by Yosys for this design is 13.
- The detailed router reported a total wirelength of 51.87 mm.
- The routability congestion estimate is 0.9466.
- For reference, the critical path cell chain is buf_6 -> clkdlybuf4s50_1.
- The routing layer with the top usage in global route reads met1.
- The number of max-slew violations in the final report is 0.
- The fraction of the core area occupied by cells at floorplan is 51.12%.
- The combinational share of power reads 21.7%.
- The count of cell types in the netlist reads 42.
- The floorplan step set the die height to 196.2 um.
- The maximum buffer depth of the clock tree is 3.
- The number of buffers inserted during clock tree synthesis reads 41.
- The portion of netlist area occupied by mux cells reads 25.18%.
- The final critical path takes up 44.85% of the cycle.
- The power report attributes to the sequential group a share of 45.3%.
- The number of cell instances on the worst register-to-register path is 7.
- The number of antenna violations at the first check in global routing is 0.
- The number of cells on the worst hold path is listed as 2.
- Looking at the power breakdown, the clock network takes 33.0% of the total.
- A synthesized cell averages 11.17 um^2.
- The TritonCTS clock tree reads built.
- The level count of the clock H-tree is 2.
- For this run, the top clock speed supported by timing is 108.8 MHz.
- The synthesized instance count is 1688.
- The quantity of I/O buffers inserted on ports reads 158.
- Recorded from the global router log, the overflow total was 0.
- The switching power share of the total reads 29.14%.
- The x dimension of the die is 196.2 um.
- The cell internal power dissipation is 1.522 mW.
## worst min-delay path, stage by stage (launching register included)
cell and delay, ns:
sky130_fd_sc_hd__dfrtp_1 0.34, sky130_fd_sc_hd__nand2_1 0.05, sky130_fd_sc_hd__o21ai_0 0.06
## path summary, 6_finish.rpt
check                           startpoint                    to  slack, ns
setup / recovery           trim_out_tready        trim_in_tready      11.31
hold / removal             keep_in_d1_1[7]         keep_in_d2[7]       0.47
setup reg to reg            trim_len_d2[0]  trim_in_tdata_d3[38]      16.80
hold reg to reg            keep_in_d1_1[7]         keep_in_d2[7]       0.47
max in group asynchronous            rst_n      trim_len_d1_0[5]      14.54
min in group asynchronous            rst_n  trim_in_tdata_d3[38]       3.48
## per-stage QoR
| stage | setup slack, ns | power, mW | instances | area, um^2 | hold slack (ns) |
|---|---|---|---|---|---|
| after floorplan | 12.20 | 1.249 | 1688 | 18850 | 0.4417 |
| after global placement | 11.29 | 1.445 | 2254 | 20770 | 0.4531 |
| after detailed placement | 11.27 | 1.452 | 2254 | 20770 | 0.4601 |
| after CTS | 11.27 | 2.167 | 2325 | 22050 | 0.4678 |
| after global routing | 11.22 | 2.253 | 2325 | 22050 | 0.4870 |
| final | 11.31 | 2.148 | 2325 | 22050 | 0.4676 |
## registers in the layout, indices dropped and copies added, names as in the netlist, 4 cells and up
register and count:
keep_in_d1_1 8, trim_len_d2 4, trim_in_tdata_d1 128, trim_len_d1_1 7, trim_len_d1_0 7, keep_in_d2 16, keep_in_d3 8, trim_in_tdata_d3 64
trim_in_tdata_d2 128, keep_in_d1_0 8
## cell usage after synthesis (all sizes together) (2+ instances only)
cell    number  area share (%)
dfrtp      384              51
nand2      209             4.2
mux2       206              12
o21ai      176             4.7
inv        152             3.0
a21oi      106             2.8
nor2        94             1.9
mux4        88              11
clkbuf      68             1.4
buf         56             1.6
mux2i       44             2.4
and3        17            0.56
a22oi       16            0.64
a211oi       9            0.36
o211a        8            0.42
a211o        7            0.33
or3          7            0.23
nor2b        5            0.17
nor4         5            0.23
nand3        4            0.11
nor3         4            0.11
a31oi        3            0.10
and2         3            0.10
o211ai       3            0.12
a221oi       2           0.093
dfstp        2            0.28
o31ai        2           0.080
## logic make-up (layout without fill, tap and decap cells)
group,after synthesis,after routing
buffers and inverters,276,409
AND/OR/NAND/NOR,351,351
AND-OR/OR-AND,337,337
multiplexers,338,338
flip-flops,386,386
## power by group through the flow
stage     clock [mW]  combinational [mW]  sequential [mW]
5_1_grt        0.753               0.510            0.990
6_report       0.709               0.465            0.974
4_1_cts        0.725               0.468            0.974
## cell type report
class	instances	area, um^2
sequential	386	9672
tap	504	630.6
timing repair buffer	186	1810
clock inverter	8	75.07
fill	3034	14820
inverter	152	570.5
multi-input combinational	1026	8085
clock buffer	63	1210
## metal layers
layer	vias up	wire length [um]
met5	-	0
met4	0	1203
met3	76	5014
met2	481	21290
met1	6659	24370
li1	6079	-
## layout by cell type, fill, tap and decap left out, drive strengths merged, types with 2 or more instances in the layout
cell type,n
dfrtp,384
nand2,209
mux2,206
o21ai,176
clkdlybuf4s50,156
inv,153
a21oi,106
nor2,94
mux4,88
clkbuf,63
mux2i,44
buf,30
and3,17
a22oi,16
a211oi,9
o211a,8
or3,7
a211o,7
nor4,5
nor2b,5
clkinv,5
nand3,4
nor3,4
o211ai,3
and2,3
a31oi,3
a221oi,2
clkinvlp,2
dfstp,2
o31ai,2
No activity file was given, so power comes from the tool's default toggle rates.
